==> design/flow/design.v <==
module Calculator ( KEY , SW , HEX0 , HEX1 , HEX2 , HEX3 , HEX4 , HEX5 , LEDR );
wire Clk , Reset;
reg [3:0] count;
input [3:0] KEY;
input [9:0] SW;
output reg [6:0] HEX0 , HEX1 , HEX2 , HEX3 , HEX4 , HEX5;
output reg [9:0] LEDR;
reg [2:0] num2 , operator;
reg [7:0] num1;
reg [3:0] hundreds , tens , units;
reg [8:0] result;
reg error;
reg [7:0] num;
reg [11:0] bcd_out;
assign Clk = KEY[0];
assign Reset = ~KEY[3];
function [11:0] Shift_Add_3;
		 input [7:0] in;  
		 reg [11:0] temp_out;  
		 reg [7:0] shift;      
		 reg [3:0] units_out, tens_out, hundreds_out;
		 reg cunit, cten, chun;
		 integer i;
		 begin
			  temp_out = 12'b000000000000;  
			  shift = in;                   
			  for (i = 0; i < 7; i = i + 1) begin
					temp_out = {temp_out[10:0], shift[7]};
					shift = {shift[6:0], 1'b0};  
					if (temp_out[3] || (temp_out[2] && (temp_out[1] || temp_out[0]))) begin
						temp_out = temp_out + {8'b0 , 4'b0011};
					end
					if (temp_out[7] || (temp_out[6] && (temp_out[5] || temp_out[4]))) begin
						temp_out = temp_out + {4'b0 , 4'b0011 , 4'b0};
					end
					if (temp_out[11] || (temp_out[10] && (temp_out[9] || temp_out[8]))) begin
						 temp_out = temp_out + {4'b0011 , 8'b0};
					end
			  end
				temp_out = {temp_out[10:0], shift[7]};
				shift = {shift[6:0], 1'b0};
			   Shift_Add_3 = temp_out;
		 end
endfunction
function [6:0] bcd_to_hex;
        input [3:0] bcd;
        begin
            case (bcd)
                4'b0000: bcd_to_hex = 7'b1000000;  
                4'b0001: bcd_to_hex = 7'b1111001;  
                4'b0010: bcd_to_hex = 7'b0100100;  
                4'b0011: bcd_to_hex = 7'b0110000;  
                4'b0100: bcd_to_hex = 7'b0011001;  
                4'b0101: bcd_to_hex = 7'b0010010;  
                4'b0110: bcd_to_hex = 7'b0000010;  
                4'b0111: bcd_to_hex = 7'b0111000;  
                4'b1000: bcd_to_hex = 7'b0000000;  
                4'b1001: bcd_to_hex = 7'b0010000;  
					 4'b1010: bcd_to_hex = 7'b0000110;  
					 4'b1011: bcd_to_hex = 7'b0101111;  
					 4'b1100: bcd_to_hex = 7'b0111111;  
                default: bcd_to_hex = 7'b1111111; 
            endcase
        end
endfunction
function [1:0] halfAdder;
input input1 , input2;
reg carry1 , output1;
begin
 carry1 = input1 & input2;
 output1 = input1 ^ input2;
halfAdder={carry1,output1};
end
endfunction
function [1:0] fullAdder;
input input1 , input2 , input3;
reg carry2 , output2;
reg sum1, cout, cin;
begin
{cout,sum1} = halfAdder (input1, input2);
{cin,output2} = halfAdder (sum1,input3);
carry2 = cout | cin;
fullAdder={carry2,output2};
end
endfunction
function [8:0] ADDONE;
input [8:0] CA; 
reg [8:0] Cresult;
reg [8:0] CB , carryO;
integer k; 
begin
CB = 9'b000000001;
{carryO[0],Cresult[0]} = halfAdder(CA[0] ,CB[0]) ;
	for ( k = 1; k < 9; k = k + 1) 
		begin : adder_loop 
			{carryO[k],Cresult[k] } = fullAdder(CA[k],CB[k],carryO[k - 1]);
		end
ADDONE=Cresult;
end
endfunction
function [8:0] Complement;
input [8:0] numm1;
reg [8:0] r;
reg [8:0] b;
reg [8:0] a;
integer k;
begin
 a = 9'b111111111;
for (k = 0; k < 9; k = k + 1) begin : xor_loop  
 b[k] = numm1[k]^a[k];
end
{r}=ADDONE(b);
Complement=r;
end
endfunction
function [8:0] Add;
input [8:0] A; 
input [8:0] B; 
reg [8:0] result; 
reg [8:0] carry;
reg[8:0]set1;
reg[8:0]num1;
reg[8:0]set2;
reg[8:0]num2;
reg [8:0] set3;
reg [8:0]start_result;
reg[8:0]complement_out;
reg [8:0] complement1_result;
reg [8:0] complement2_result;
integer k;
begin
 set1 = {1'b0, A[7:0]};
 set2 = {1'b0, B[7:0]};
{complement1_result}=Complement (set1);
{complement2_result}=Complement (set2);
 num1 = (A[8] == 0) ? A : complement1_result;
 num2 = (B[8] == 0) ? B : complement2_result;
{carry[0],start_result[0]}=halfAdder (num1[0],num2[0]) ;
for (k = 1; k < 9; k = k + 1) begin : adder_loop 
{carry[k],start_result[k]}=fullAdder (num1[k],num2[k],carry[k - 1]);
end
set3 = {1'b0, start_result[7:0]};
{complement_out}=Complement(set3);
result=(start_result[8] == 0) ? start_result : complement_out;
Add=result;
end
endfunction
function [8:0] Subtract;
input [8:0] sa; 
input [8:0] sb; 
reg [8:0] setresult;
reg [8:0] sresult;
reg  sets;
reg [8:0] complements_result;
begin
 sets = (sb[8]==0)? 1'b1:1'b0;
 setresult ={sets,sb[7:0]};
{sresult}=Add (setresult,sa);
Subtract=sresult;
end
endfunction
function [8:0] Multiply;
input [8:0] num1;
input [8:0] num2;
reg [8:0] result;
begin
if (num2[1:0] == 2'b00) begin
	result = 9'b00000000;
end
else if (num2[1:0] == 2'b01) begin
	result = num1;
end
else if (num2[1:0] == 2'b10) begin
	result = {1'b0 , num1[6:0] , 1'b0};
end
else if (num2[1:0] == 2'b11) begin
	result = Add( {1'b0 , num1[6:0] , 1'b0} , {1'b0 , num1[7:0]} );
end
result[8] = num1[8] ^ num2[8];
Multiply = result;
end
endfunction
function [9:0] Divide;
input [8:0] d ;
input [8:0] v ;
reg [8:0] result ;
reg error ;
reg [8:0] rem ;
reg [8:0] temp_rem ;
reg [8:0] q;
reg sign ;
integer k ;
begin
sign = d[8] ^ v[8] ;
q = 9'b000000000;
rem = 9'b00000000;
result = 9'b000000000;
	if((~v[0])&&(~v[1])) begin 
		error = 1 ;
		result = 9'b000000000;
	end
	else if((~v[1])&&v[0])begin
		error = 0 ;
		result = {sign,d[7:0]};
	end
	else if((~v[0]) && v[1]) begin
		error = 0 ;
		result = {sign,1'b0,d[7:1]};
	end
	else begin 
		error = 0 ;
		for(k = 0 ; k < 8 ; k=k+1) begin : division_loop
			rem = {rem[6:0],d[7-k]} ;
			temp_rem = Subtract(rem,9'b000000011) ;
			if(~temp_rem[8]) begin
				rem = temp_rem ;
				q = {q[6:0],1'b1};
			end
			else begin
				q = {q[6:0],1'b0};
			end
		end
		result = {sign , q[7:0]};
	end	
	Divide = {error , result};
end
endfunction 
function [9:0] arithmeticOP;
input [7:0] num1;
input [2:0] num2;
input [1:0] operator;
reg [8:0] result;
reg error;
if( operator == 2'b00 ) begin
	result = Add ({num1[7] , 1'b0 , num1[6:0]} , {num2[2] , 6'b000000 , num2[1:0]});
	error = 1'b0;
end
else if ( operator == 2'b01 ) begin
	result = Subtract ({num1[7] , 1'b0 , num1[6:0]} , {num2[2] , 6'b000000 , num2[1:0]});
	error = 1'b0;
end
else if (operator == 2'b10 ) begin
	result = Multiply ({num1[7] , 1'b0 , num1[6:0]} , {num2[2] , 6'b000000 , num2[1:0]});
	error = 1'b0;
end
else if (operator == 2'b11 ) begin
	{error , result} = Divide({num1[7] , 1'b0 , num1[6:0]} , {num2[2] , 6'b000000 , num2[1:0]});
end
arithmeticOP = {error, result};
endfunction
initial begin
	count = 4'b0001;
	error = 1'b0;
	LEDR = 10'b0;
	HEX0 = bcd_to_hex(4'b0);
	HEX1 = bcd_to_hex(4'b1111);
	HEX2 = bcd_to_hex(4'b0);
	HEX3 = bcd_to_hex(4'b0);
	HEX4 = bcd_to_hex(4'b0);
	HEX5 = bcd_to_hex(4'b1111);
end
always @(posedge Clk) begin
    if(Reset) begin
        count = 4'b0001;
        num1 = 8'b0;
        num2 = 3'b0;
        result = 9'b0;
        error = 1'b0;
        LEDR = 10'b0;
        HEX0 = bcd_to_hex(4'b0);
        HEX1 = bcd_to_hex(4'b1111);
        HEX2 = bcd_to_hex(4'b0);
        HEX3 = bcd_to_hex(4'b0);
        HEX4 = bcd_to_hex(4'b0);
        HEX5 = bcd_to_hex(4'b1111);
    end
    else begin
        num2 = {~SW[2], SW[1:0]};  
        operator = SW[5:4];
        if(count <= 5) begin   
				HEX0 = bcd_to_hex({2'b00, num2[1:0]});
				if(num2[2] && (num2[1:0] != 2'b00)) begin   
					 HEX1 = bcd_to_hex(4'b1100);   
				end
				else begin
					 HEX1 = bcd_to_hex(4'b1111);   
				end
            if(count == 1) begin
                result = {num2[2], 6'b000000, num2[1:0]};
                error = 1'b0;
                LEDR = 10'b0;
            end
            else begin
                {error, result} = arithmeticOP(num1, num2, operator);
					 if(error) begin   
						 LEDR[0] = 1'b1;
						 HEX2 = bcd_to_hex(4'b1011);   
						 HEX3 = bcd_to_hex(4'b1011);   
						 HEX4 = bcd_to_hex(4'b1010);   
						 HEX5 = bcd_to_hex(4'b1111);   
						 count = 4'b0110;   
					 end
                else begin
                    if(result[7:0] == 8'b0) begin
                        result[8] = 0;
                        LEDR[2] = 1'b1;
                    end
                    else begin
                        LEDR[2] = 1'b0;
                    end
                    if(result[8]) begin 
                        HEX5 = bcd_to_hex(4'b1100);
                        LEDR[1] = 1'b1;
                    end
                    else begin
                        HEX5 = bcd_to_hex(4'b1111);
                        LEDR[1] = 1'b0;
                    end
                    bcd_out = Shift_Add_3(result[7:0]); 
                    hundreds = bcd_out[11:8];
                    tens = bcd_out[7:4];
                    units = bcd_out[3:0];
                    HEX2 = bcd_to_hex(units);
                    HEX3 = bcd_to_hex(tens);
                    HEX4 = bcd_to_hex(hundreds);
                end
            end
            if(!error) begin   
                num1 = {result[8], result[6:0]};
                count = count + 1;
            end
        end
        else begin
            HEX0 = bcd_to_hex(4'b1111);
            HEX1 = bcd_to_hex(4'b1111);
        end
    end
end
endmodule
==> design/flow/run.sh <==
#!/bin/bash
# OpenROAD 26Q1-2900-gdf79404cd8, Yosys 0.63+post, stock flow scripts
make -C /OpenROAD-flow-scripts/flow DESIGN_CONFIG=/design/flow/config.mk WORK_HOME=/design/flow/orfs finish
==> design/flow/config.mk <==
export PLATFORM = sky130hd
export DESIGN_NAME = Calculator
export DESIGN_NICKNAME = Calculator
export VERILOG_FILES = /design/flow/design.v
export SDC_FILE = /design/flow/constraint.sdc
export NUM_CORES = 4
export LEC_CHECK = 1
export CORE_UTILIZATION = 40
export SYNTH_HDL_FRONTEND = slang
==> design/flow/constraint.sdc <==
current_design Calculator

set clk_period 18.9
set clk_io_pct 0.2

create_clock -name clk0 -period $clk_period [get_ports {KEY}]

set non_clock_inputs [all_inputs -no_clocks]
set_input_delay [expr $clk_period * $clk_io_pct] -clock clk0 $non_clock_inputs
set_output_delay [expr $clk_period * $clk_io_pct] -clock clk0 [all_outputs]
==> impl_metrics.prom <==
# HELP chip_impl_metric Metrics from one implementation run
# TYPE chip_impl_metric gauge
chip_impl_metric{name="crit_path_max_incr_delay",unit="ns"} 0.61
chip_impl_metric{name="grt_max_degree",unit=""} 24
chip_impl_info{name="end_kind",value="flop"} 1
chip_impl_metric{name="finalWorstSetupSlack",unit="ns"} 1.66
chip_impl_metric{name="enable_flop_cells",unit=""} 8
chip_impl_metric{name="floorplan.rows",unit=""} 49
chip_impl_metric{name="placement.cell_area",unit="um^2"} 7920
chip_impl_info{name="rsz0062_at_grt",value="false"} 1
chip_impl_info{name="synth_area_leader_cell",value="sky130_fd_sc_hd__ha_1"} 1
chip_impl_info{name="cts_tree",value="yes"} 1
chip_impl_info{name="timing.hold.worst.class",value="clk -> reg"} 1
chip_impl_metric{name="clkSlewWorstSetupHoldPaths",unit="ns"} 0.05
chip_impl_metric{name="yosys_register_bits",unit=""} 52
chip_impl_metric{name="ys.warnings.count",unit=""} 0
chip_impl_metric{name="synthArstFlopShare",unit="%"} 0
chip_impl_metric{name="worstHoldPathCells",unit=""} 3
chip_impl_metric{name="ys_chip_area",unit="um^2"} 7410
chip_impl_metric{name="xor_area_share",unit="%"} 3.75
chip_impl_metric{name="cp.arrival",unit="ns"} 17.39
chip_impl_info{name="worst_r2r_startpoint",value="num1[1]"} 1
chip_impl_metric{name="grt-ovfl-total",unit=""} 0
chip_impl_metric{name="route.final.wire_length",unit="mm"} 17.9
chip_impl_metric{name="placement.io_buffers",unit=""} 38
chip_impl_metric{name="antenna_found_initial",unit=""} 0
chip_impl_metric{name="die-area",unit="um^2"} 19100
chip_impl_info{name="synth.comb.largest_family",value="AND-OR/OR-AND gates"} 1
chip_impl_info{name="netlist_top_cells_count",value="103 x sky130_fd_sc_hd__ha_1, 84 x sky130_fd_sc_hd__inv_1, 66 x sky130_fd_sc_hd__nand2_1"} 1
chip_impl_metric{name="worst_clock_skew",unit="ns"} 0.00169
chip_impl_metric{name="yosys.area_share.aoi",unit="%"} 22.7
chip_impl_metric{name="yosys_cells",unit=""} 920
chip_impl_info{name="min_from",value="KEY[3]"} 1
chip_impl_metric{name="preCtsSetupSlack",unit="ns"} 1.58
chip_impl_metric{name="final.fill_count",unit=""} 1706
chip_impl_metric{name="worst_relative_slew_slack",unit="%"} 47.5
chip_impl_metric{name="detailedRoute.firstPassIterationCount",unit=""} 5
chip_impl_metric{name="final_antenna_net_count",unit=""} 0
chip_impl_metric{name="fp.coreArea",unit="um^2"} 18100
chip_impl_metric{name="hold_viol",unit=""} 0
chip_impl_metric{name="synth_area_per_inst",unit="um^2"} 8.06
chip_impl_metric{name="worst-r2r-cell-count",unit=""} 54
chip_impl_metric{name="maxClockFrequency",unit="MHz"} 58.0
chip_impl_info{name="min_to",value="HEX5[6]"} 1
chip_impl_metric{name="postLayoutCellArea",unit="um^2"} 8470
chip_impl_metric{name="grt_pass1_vias",unit=""} 6289
chip_impl_metric{name="dieWidth",unit="um"} 138
chip_impl_info{name="path_common_cell",value="sky130_fd_sc_hd__inv_1"} 1
chip_impl_info{name="cpMaxStageDelayCell",value="sky130_fd_sc_hd__nor4_1"} 1
chip_impl_metric{name="crit_fanout",unit=""} 16
chip_impl_metric{name="synth.mux.area_fraction",unit="%"} 6.48
chip_impl_metric{name="period_minus_slack",unit="ns"} 17.24
chip_impl_metric{name="synth_seq_share",unit="%"} 15.1
chip_impl_metric{name="grt_usage",unit="%"} 19.3
chip_impl_info{name="rr_endpoint",value="HEX4[3]"} 1
chip_impl_metric{name="clkLatencyLatePin",unit="ns"} 0.26
chip_impl_metric{name="setup_viol_count_final",unit=""} 0
chip_impl_metric{name="final-max-slew-violation-count",unit=""} 0
chip_impl_metric{name="design.portCount",unit=""} 66
chip_impl_metric{name="crit_path_drt",unit="ns"} 19.05
chip_impl_metric{name="netlist_area",unit="um^2"} 7410
chip_impl_info{name="synth_top_cell_by_count",value="sky130_fd_sc_hd__ha_1"} 1
chip_impl_metric{name="avg_vias_per_cell",unit=""} 5.47
chip_impl_metric{name="wl_per_cell",unit="um"} 15.1
chip_impl_metric{name="postCtsSetupRepairBufs",unit=""} 0
chip_impl_metric{name="cts.repair.resized",unit=""} 0
chip_impl_metric{name="tightest_slew",unit="ns"} 0.784
chip_impl_metric{name="detail_route.drc_violations",unit=""} 0
chip_impl_metric{name="setup_tns",unit="ns"} 0
chip_impl_metric{name="drive_gt1_share",unit="%"} 9.18
chip_impl_metric{name="fp-utilization",unit="%"} 41.0
chip_impl_info{name="run_status",value="completed"} 1
chip_impl_metric{name="post_synth_and_or_nand_nor_area_fraction",unit="%"} 20.9
chip_impl_info{name="netlist_top_cells_area",value="sky130_fd_sc_hd__ha_1 17%, sky130_fd_sc_hd__dfxtp_1 12%, sky130_fd_sc_hd__fa_1 5.1%"} 1
chip_impl_info{name="critical_path.startpoint_type",value="primary input"} 1
chip_impl_metric{name="grt_first_pass_wirelength",unit="mm"} 29.8
chip_impl_metric{name="height_of_the_die",unit="um"} 138
chip_impl_metric{name="final.period_utilization",unit="%"} 91.2
chip_impl_info{name="synth_top_flop_cell",value="sky130_fd_sc_hd__dfxtp_1"} 1
chip_impl_metric{name="fa_ha_area_share",unit="%"} 22.5
chip_impl_metric{name="maxCapViolCount",unit=""} 0
chip_impl_metric{name="insertedDiodeCount",unit=""} 0
chip_impl_metric{name="drtIter0Drc",unit=""} 329
chip_impl_metric{name="synthToLayoutAreaGrowth",unit="%"} 14.2
chip_impl_info{name="worstSetupPathType",value="in -> reg"} 1
chip_impl_metric{name="post-synth-top-area-fraction",unit="%"} 17.4
chip_impl_metric{name="cts.hold.buffers_added",unit=""} 0
chip_impl_metric{name="post_synth_inst_count",unit=""} 920
chip_impl_metric{name="r2r_setup_slack",unit="ns"} 4.98
chip_impl_metric{name="dp_hpwl",unit="mm"} 13.7
chip_impl_metric{name="number_of_warning_messages_in_the_logs",unit=""} 200
chip_impl_metric{name="synth.distinct_cells",unit=""} 94
chip_impl_metric{name="route.vias.total",unit=""} 6500
chip_impl_metric{name="routabilityCongestion",unit=""} 0.885
==> sequential cells by signal, indices dropped and copies added (netlist names) <==
| signal | cells |
|---|---|
| Multiply.result | 8 |
| num1 | 8 |
| HEX2 | 7 |
| HEX3 | 7 |
| HEX4 | 7 |
| HEX0 | 6 |
| count | 4 |
| LEDR | 3 |
| HEX1 | 1 |
| HEX5 | 1 |
==> cell usage in the layout (no fill, tap or decap), types with 9 or more instances in the layout <==
cell,netlist,routed
sky130_fd_sc_hd__xnor2_1,15,15
sky130_fd_sc_hd__nor3_1,18,18
sky130_fd_sc_hd__nor2b_1,21,21
sky130_fd_sc_hd__dfxtp_1,44,44
sky130_fd_sc_hd__fa_1,19,19
sky130_fd_sc_hd__nor2_1,58,58
sky130_fd_sc_hd__nand2_1,66,66
sky130_fd_sc_hd__ha_1,103,103
sky130_fd_sc_hd__clkbuf_16,0,19
sky130_fd_sc_hd__conb_1,2,20
sky130_fd_sc_hd__inv_1,84,84
sky130_fd_sc_hd__o21ai_0,60,60
sky130_fd_sc_hd__a21o_1,11,11
sky130_fd_sc_hd__o211ai_1,15,15
sky130_fd_sc_hd__a21oi_1,46,46
sky130_fd_sc_hd__nand3_1,26,26
sky130_fd_sc_hd__a31oi_1,10,10
sky130_fd_sc_hd__and2_1,13,13
sky130_fd_sc_hd__a211oi_1,13,13
sky130_fd_sc_hd__xor2_1,9,9
sky130_fd_sc_hd__mux2i_1,26,26
sky130_fd_sc_hd__clkdlybuf4s50_1,0,38
sky130_fd_sc_hd__mux2_2,16,16
sky130_fd_sc_hd__nand2b_1,23,23
sky130_fd_sc_hd__buf_4,22,9
==> area by class of cell <==
type / count / area (um^2) / area share [%]
Multi-Input combinational cell: 747 / 5740 / 67.8
Sequential cell: 52 / 1120 / 13.2
Clock buffer: 24 / 504 / 5.96
Timing Repair Buffer: 47 / 448 / 5.29
Inverter: 86 / 323 / 3.81
Tap cell: 229 / 287 / 3.38
Clock inverter: 3 / 47.5 / 0.562
==> logic make-up (layout without fill, tap and decap cells) <==
family | after synthesis | in the layout
DFF | 52 | 52
and+or+nand+nor | 291 | 291
xor gates and xnor gates | 27 | 27
buffers and inverters | 139 | 160
AOI/OAI and AO/OA | 242 | 242
adders and majority gates | 122 | 122
muxes | 45 | 45
other | 2 | 20
==> layer usage <==
layer / share of wire [%] / vias up / wire, um / track usage [%]
met5: 0 / - / 0 / 0
met4: 1.8 / 0 / 320 / 7.16
met3: 5.8 / 29 / 1040 / 5.65
met2: 42 / 163 / 7490 / 26.9
met1: 51 / 2972 / 9040 / 28.6
li1: - / 3336 / - / -
==> metrics by stage <==
step	cells	util (%)	hold WS [ns]
floorplan	938	-	0.412
global placement	1161	43.8	0.0782
detailed placement	1161	43.8	0.0782
CTS	1188	46.8	0.0933
global route	1188	46.8	0.107
finish	1188	46.8	0.0862
==> worst max path at each step <==
| stage | startpoint | endpoint | depth (start not counted) |
|---|---|---|---|
| global route | SW[0] | HEX4[3] | 53 |
| finish | SW[0] | HEX4[3] | 53 |
| CTS | SW[0] | HEX4[0] | 53 |
==> worst max-delay path, delay by kind of cell <==
family / cells / cell delay [ns]
AND/OR/NAND/NOR: 11 / 3.06
adder cells (fa/ha/maj): 15 / 4.67
multiplexers: 2 / 0.71
buffers and inverters: 12 / 1.62
XOR/XNOR: 4 / 1.77
AND-OR/OR-AND: 9 / 1.73
